### /design/flow/config.mk
export PLATFORM = sky130hd
export DESIGN_NAME = Displayer_4_7S
export DESIGN_NICKNAME = Displayer_4_7S
export VERILOG_FILES = /design/flow/design.v
export SDC_FILE = /design/flow/constraint.sdc
export NUM_CORES = 4
export LEC_CHECK = 1
export CORE_AREA = 10 10 70 70
export DIE_AREA = 0 0 80 80
### /design/flow/constraint.sdc
current_design Displayer_4_7S

set clk_period 2.9
set clk_io_pct 0.2

create_clock -name clk0 -period $clk_period [get_ports {clk}]

set non_clock_inputs [all_inputs -no_clocks]
set_input_delay [expr $clk_period * $clk_io_pct] -clock clk0 $non_clock_inputs
set_output_delay [expr $clk_period * $clk_io_pct] -clock clk0 [all_outputs]
### /design/flow/design.v
`timescale 1ns / 1ps
module Contador_2B(clk, O);
	input clk;
	output reg [1:0] O = 0;
	always@(posedge clk) begin
		O=O+1;
	end
endmodule
`timescale 1ns / 1ps
module Decodificador_7S(X,D);
	input [3:0] X;
	output [6:0] D;
	wire [15:0] N;
	and(N[0] ,~X[3],~X[2],~X[1],~X[0]);
	and(N[1] ,~X[3],~X[2],~X[1], X[0]);
	and(N[2] ,~X[3],~X[2], X[1],~X[0]);
	and(N[3] ,~X[3],~X[2], X[1], X[0]);
	and(N[4] ,~X[3], X[2],~X[1],~X[0]);
	and(N[5] ,~X[3], X[2],~X[1], X[0]);
	and(N[6] ,~X[3], X[2], X[1],~X[0]);
	and(N[7] ,~X[3], X[2], X[1], X[0]);
	and(N[8] , X[3],~X[2],~X[1],~X[0]);
	and(N[9] , X[3],~X[2],~X[1], X[0]);
	and(N[10], X[3],~X[2], X[1],~X[0]);
	and(N[11], X[3],~X[2], X[1], X[0]);
	and(N[12], X[3], X[2],~X[1],~X[0]);
	and(N[13], X[3], X[2],~X[1], X[0]);
	and(N[14], X[3], X[2], X[1],~X[0]);
	and(N[15], X[3], X[2], X[1], X[0]);
	nor(D[0],N[0],N[2],N[3],N[5],N[6],N[7],N[8],N[9],N[10],N[12],N[14],N[15]);
	nor(D[1],N[0],N[1],N[2],N[3],N[4],N[7],N[8],N[9],N[10],N[13]);
	nor(D[2],N[0],N[1],N[3],N[4],N[5],N[6],N[7],N[8],N[9],N[10],N[11],N[13]);
	nor(D[3],N[0],N[2],N[3],N[5],N[6],N[8],N[11],N[12],N[13],N[14]);
	nor(D[4],N[0],N[2],N[6],N[8],N[10],N[11],N[12],N[13],N[14],N[15]);
	nor(D[5],N[0],N[4],N[5],N[6],N[8],N[9],N[10],N[11],N[12],N[14],N[15]);
	nor(D[6],N[2],N[3],N[4],N[5],N[6],N[8],N[9],N[10],N[11],N[13],N[14],N[15]);
endmodule
`timescale 1ns / 1ps
module Demultiplexor_1X4(I,S,O);
	input I;
	input [1:0] S;
	output [3:0] O;
	and(O[0],I,~S[1],~S[0]);
	and(O[1],I,~S[1], S[0]);
	and(O[2],I, S[1],~S[0]);
	and(O[3],I, S[1], S[0]);
endmodule
`timescale 1ns / 1ps
module Displayer_4_7S(X,clk,D,An);
	output [6:0] D;
	output [3:0] An;
	input clk;
	input [15:0] X;
	wire [1:0] n;
	wire [3:0] a;
	wire [3:0] y;
	Contador_2B con (.clk(clk),.O(n));
	Demultiplexor_1X4 dem (.I(1),.S(n),.O(a));
	not(An[0],a[0]);
	not(An[1],a[1]);
	not(An[2],a[2]);
	not(An[3],a[3]);
	Multiplexor_4X1 mu0 (.I({X[12],X[8] ,X[4],X[0]}),.S(n),.Q(y[0]));
	Multiplexor_4X1 mu1 (.I({X[13],X[9] ,X[5],X[1]}),.S(n),.Q(y[1]));
	Multiplexor_4X1 mu2 (.I({X[14],X[10],X[6],X[2]}),.S(n),.Q(y[2]));
	Multiplexor_4X1 mu3 (.I({X[15],X[11],X[7],X[3]}),.S(n),.Q(y[3]));
	Decodificador_7S dec (.X(y),.D(D));
endmodule
`timescale 1ns / 1ps
module Multiplexor_4X1(I,S,Q);
	input [3:0] I;
	input [1:0] S;
	output Q;
	wire [3:0] W;
	and(W[0],I[0],~S[0],~S[1]);
	and(W[1],I[1], S[0],~S[1]);
	and(W[2],I[2],~S[0], S[1]);
	and(W[3],I[3], S[0], S[1]);
	or(Q,W[0],W[1],W[2],W[3]);
endmodule
### /design/flow/run.sh
#!/bin/bash
# OpenROAD 26Q1-2900-gdf79404cd8, Yosys 0.63+post, stock flow scripts
make -C /OpenROAD-flow-scripts/flow DESIGN_CONFIG=/design/flow/config.mk WORK_HOME=/design/flow/orfs finish
==> Flow_metrics.wiki <==
== Run summary ==
{| class="wikitable"
! Metric !! Value
|-
| Hold_ws || 0.581 ns
|-
| Post-cts hold buffer count || 0
|-
| Hold Violations, Final || 0
|-
| Total global-route track usage || 0.0379
|-
| EDFF count, synth || 0
|-
| Detailed Route Iter0 Violations || 13
|-
| Synthesis-stage register bit count || 2
|-
| Total number of vias || 476
|-
| Worst Setup End Kind || output port
|-
| Path category of the worst min-delay check || flop to flop
|-
| Mux share || 0.229
|-
| Largest register FFs || 2
|-
| Sort of element at the start of the critical path || primary input
|-
| CP required || 2.32 ns
|-
| Number of diodes added for antenna fixing || 0
|-
| Tally of nets with antenna violations remaining after routing || 0
|-
| Total count of max-transition violations in the final report || 0
|-
| Top cell type by total area after synthesis || mux4_2
|-
| Fraction of the cycle the final worst path needs || 0.980
|-
| Worst Path Class, Setup || primary input to output port
|-
| Yosys cell count || 47
|-
| Largest net degree at the start of global routing || 13
|-
| Maximum achievable frequency || 352 MHz
|-
| Log Warnings || 30
|-
| Core area || 0.00342 mm²
|-
| Synthesized netlist cell count || 47
|-
| Number of buffers on the longest clock path || 2
|-
| Number of placed I/O pins || 28
|-
| Area share of the largest cell type after synthesis || 0.229
|-
| Cell Pwr Density || 201 mW/mm²
|-
| Drt via density || 3.75
|-
| Register clock-pin slew on the reported worst setup and hold paths || 0.03 ns
|-
| Die Size || 0.00640 mm²
|-
| Sum of routed wire length over all layers || 1.36 mm
|-
| Most numerous logic cell after layout || clkdlybuf4s50_1
|-
| Post-layout minimum cycle time || 2.84 ns
|-
| Skew final || 0.000125 ns
|-
| Arrival @ worst endpoint || 2.26 ns
|-
| Area added between synthesis and finish || 104%
|-
| Chip area from the yosys synthesis statistics || 393 µm²
|-
| Final Total Pwr || 161 µW
|-
| Core Util at FP || 0.115
|-
| Netlist Area Pre-Place || 393 µm²
|-
| Share of layout cells above drive strength 1 || 0.296
|-
| Grt total ovfl || 0
|-
| First-pass GRT wire length || 1.97 mm
|-
| Area post-placement || 743 µm²
|-
| Final weighted congestion in routability-driven placement || 0.645
|-
| Post-Synthesis Mean Instance Area || 8.36 µm²
|-
| Crit Path Max Fanout || 9
|-
| Die Width || 80 µm
|-
| Proportion of synthesized chip area in sequential cells || 0.102
|-
| Sum of net half-perimeters after detailed placement || 1.18 mm
|-
| CTS H-Tree Depth || 1
|-
| Synthesized-area fraction occupied by and/or/nand/nor cells || 0.159
|-
| Yosys xor share || 0.0223
|-
| Master cell of the clock root buffer || clkbuf_4
|-
| Run status || completed
|-
| CTS Buf Count || 3
|-
| Max-slew headroom at the worst pin || 0.767
|-
| Buffers added on ports || 27
|-
| Top cells by area, synth || mux4_2 23%, ha_1 13%, dfxtp_1 10%, inv_1 7.6%, buf_6 5.7%
|-
| Leakage power || 0.000328 µW
|-
| Logic family by area || multiplexers
|-
| DR WL/cell || 10.7 µm
|-
| Unrepaired setup endpoints after global routing || true
|-
| Area share of fa/ha/maj cells after synthesis || 0.127
|-
| Most frequently used flop master after synthesis || dfxtp_1
|-
| Number of global-route vias before repair || 497
|-
| CTS tree || yes
|-
| Top logic cells by instance count in the layout || 20 x clkdlybuf4s50_1, 8 x inv_1, 6 x buf_4
|-
| Post-route standard cell area excluding fillers || 801 µm²
|-
| Iteration count of the initial detailed-routing pass || 3
|-
| Async set or reset register ratio after synthesis || 0
|-
| CTS sink count || 2
|-
| Tally of unique sky130hd cells used after synthesis || 25
|-
| Worst voltage drop across the vdd grid || 0.158 mV
|-
| Actual slew at the worst max-slew pin || 0.350 ns
|-
| Source-to-sink clock delay at the later pin of the worst-skew pair || 0.22 ns
|-
| Ao+oa area frac || 0.207
|-
| Max-cap violations || 0
|-
| Chip height || 80 µm
|-
| FF-to-FF setup slack || 1.83 ns
|-
| Count of final setup violators || 0
|-
| Warnings, synthesis || 2
|-
| Initial antenna violation count || 0
|-
| Post-detailed-route DRC marker count || 0
|-
| Count of standard-cell rows || 21
|}
## worst max-delay path, stage by stage
cell,delay [ns]
clkdlybuf4s50_1,0.39
mux4_2,0.49
buf_6,0.16
nand2b_1,0.11
o21ai_2,0.06
a22o_1,0.23
dlygate4sd2_1,0.24
## through the flow
step                 util  cells  TNS (ns)  setup slack [ns]
finish              0.234    127         0            0.0576
global placement    0.218    123     -1.39            -0.283
global route        0.234    127   -0.0177           -0.0175
detailed placement  0.218    123     -1.47            -0.289
floorplan               -     47         0             0.641
CTS                 0.229    126  -0.00357          -0.00357
## per-layer routing
metal | GRT usage | wire length [µm] | up-vias
met5 | 0 | 0 | -
li1 | - | - | 239
met4 | 0.0106 | 22 | 0
met3 | 0.0409 | 258 | 2
met2 | 0.0465 | 480 | 27
met1 | 0.0425 | 603 | 208
## cells in the mapped netlist, types with 2 or more instances
master and instances:
buf_6 2, mux4_2 4, ha_1 4, inv_1 8, dfxtp_1 2, nand3_1 2, nand2b_1 2, clkbuf_1 2
nor2_1 2, o31ai_1 2, nand2_1 2, o21ai_0 2
## worst paths after layout
| check | from | endpoint | cells past startpoint |
|---|---|---|---|
| max | X[13] | D[1] | 7 |
| min | con.O[0]$_DFF_P_ | con.O[0]$_DFF_P_ | 1 |
| max reg2reg | con.O[0]$_DFF_P_ | con.O[1]$_DFF_P_ | 2 |
| min reg2reg | con.O[0]$_DFF_P_ | con.O[0]$_DFF_P_ | 1 |
## layout make-up
cell class              instances  area [µm²]
well taps                      46        57.6
inverters                       8        30.0
multi-input cells              33         329
fillers                       389        2620
flip-flops and latches          2        40.0
clock buffers                   3        22.5
repair buffers                 35         322
## logic make-up (layout without fill, tap and decap cells)
logic type	count (synthesis)	count (layout)
simple gates	12	12
mux	4	4
flops	2	2
compound gates	12	12
buf+inv	12	46
fa+ha+maj	4	4
xor+xnor	1	1
## report_power, final
group	internal [µW]	switching, µW	total [µW]	leakage [µW]
sequential	27.7	0	27.7	0.0000161
combinational	48.4	25.8	74.2	0.000298
clock	45.5	13.6	59.1	0.0000138
total	122	39.4	161	0.000328
## repair_timing
action / in CTS / in global routing
endpoints found under the setup margin: 7 / 5
pin swaps: 1 / 1
resized: 14 / 9
buffers inserted: 0 / 1
Power figures rest on the tool's default switching activity, not on a simulated workload.
