File: flow/config.mk
export PLATFORM = sky130hd
export DESIGN_NAME = Main
export DESIGN_NICKNAME = Main
export VERILOG_FILES = /design/flow/design.v
export SDC_FILE = /design/flow/constraint.sdc
export NUM_CORES = 4
export LEC_CHECK = 1
export CORE_AREA = 10 10 70 70
export DIE_AREA = 0 0 80 80
File: flow/constraint.sdc
current_design Main

set clk_period 3.5
set clk_io_pct 0.2

create_clock -name clk0 -period $clk_period

set non_clock_inputs [all_inputs -no_clocks]
set_input_delay [expr $clk_period * $clk_io_pct] -clock clk0 $non_clock_inputs
set_output_delay [expr $clk_period * $clk_io_pct] -clock clk0 [all_outputs]
File: flow/design.v
`timescale 1ns / 1ps
module Decodificador_7S(X,D);
	input [3:0] X;
	output [6:0] D;
	wire [15:0] N;
	and(N[0] ,~X[3],~X[2],~X[1],~X[0]);
	and(N[1] ,~X[3],~X[2],~X[1], X[0]);
	and(N[2] ,~X[3],~X[2], X[1],~X[0]);
	and(N[3] ,~X[3],~X[2], X[1], X[0]);
	and(N[4] ,~X[3], X[2],~X[1],~X[0]);
	and(N[5] ,~X[3], X[2],~X[1], X[0]);
	and(N[6] ,~X[3], X[2], X[1],~X[0]);
	and(N[7] ,~X[3], X[2], X[1], X[0]);
	and(N[8] , X[3],~X[2],~X[1],~X[0]);
	and(N[9] , X[3],~X[2],~X[1], X[0]);
	and(N[10], X[3],~X[2], X[1],~X[0]);
	and(N[11], X[3],~X[2], X[1], X[0]);
	and(N[12], X[3], X[2],~X[1],~X[0]);
	and(N[13], X[3], X[2],~X[1], X[0]);
	and(N[14], X[3], X[2], X[1],~X[0]);
	and(N[15], X[3], X[2], X[1], X[0]);
	nor(D[0],N[0],N[2],N[3],N[5],N[6],N[7],N[8],N[9],N[10],N[12],N[14],N[15]);
	nor(D[1],N[0],N[1],N[2],N[3],N[4],N[7],N[8],N[9],N[10],N[13]);
	nor(D[2],N[0],N[1],N[3],N[4],N[5],N[6],N[7],N[8],N[9],N[10],N[11],N[13]);
	nor(D[3],N[0],N[2],N[3],N[5],N[6],N[8],N[11],N[12],N[13],N[14]);
	nor(D[4],N[0],N[2],N[6],N[8],N[10],N[11],N[12],N[13],N[14],N[15]);
	nor(D[5],N[0],N[4],N[5],N[6],N[8],N[9],N[10],N[11],N[12],N[14],N[15]);
	nor(D[6],N[2],N[3],N[4],N[5],N[6],N[8],N[9],N[10],N[11],N[13],N[14],N[15]);
endmodule
`timescale 1ns / 1ps
module Sumador(A,B,Ci,S,Co);
	input	A;
	input B;
	input Ci;
	output Co;
	output S;
	wire N1,N2,N3;
	and(N1,A,B);
	xor(N2,A,B);
	xor(S,N2,Ci);
	and(N3,N2,Ci);
	or(Co,N3,N1);
endmodule
`timescale 1ns / 1ps
module Sumador_4B(X,Y,S,Co);
	input [3:0] X;
	input [3:0] Y;
	output [3:0] S;
	output Co;
	wire C1,C2,C3;
	Sumador S0(.A(X[0]),.B(Y[0]),.Ci(1'b0),.S(S[0]),.Co(C1));
	Sumador S1(.A(X[1]),.B(Y[1]),.Ci(C1),.S(S[1]),.Co(C2));
	Sumador S2(.A(X[2]),.B(Y[2]),.Ci(C2),.S(S[2]),.Co(C3));
	Sumador S3(.A(X[3]),.B(Y[3]),.Ci(C3),.S(S[3]),.Co(Co));
endmodule
`timescale 1ns / 1ps
module Main(A,B,D,An,Co);
	input [3:0] A;
	input [3:0] B;
	output [6:0] D;
	output Co;
	output [3:0] An;
	wire [3:0] x;
	wire CC;
	assign An = 4'b1110;
	Sumador_4B sum (.X(A),.Y(B),.S(x),.Co(CC));
	Decodificador_7S d7 (.X(x),.D(D));
	not(Co,CC);
endmodule
File: flow/run.sh
#!/bin/bash
# OpenROAD 26Q1-2900-gdf79404cd8, Yosys 0.63+post, stock flow scripts
make -C /OpenROAD-flow-scripts/flow DESIGN_CONFIG=/design/flow/config.mk WORK_HOME=/design/flow/orfs finish
==> flow_summary.ini <==
; physical design summary
[routing]
num_antenna_cells = 0
totalWireLength_um = 1030
wl_met3_um = 70
dr_total_vias = 352
drt-initial-drc-count = 13
antenna_left = 0
vias_per_cell = 3.14
firstDrtPassIters = 3
wl_met1_um = 573
drc = 0
top_layer_used = met3
wl_per_cell_um = 9.17
met2_length_um = 383

[cells_and_area]
clkbuf_count = 0
flop-count = 0
regArea_um2 = 0
stdcell_area_um2 = 618
area_delta_synth_final_pct = 77.7
lay_top_cells = 6 x buf_4, 5 x inv_2, 5 x clkdlybuf4s50_1, 5 x buf_2
layout_top_cell = buf_4
final_util = 0.181
drive_gt1_frac = 0.545

[floorplan]
core_area_um2 = 3420
io_pins = 20
row_count = 21
initCoreUtil = 0.102
chipArea_um2 = 6400
die_h_um = 80
die_w_um = 80

[timing]
period_minus_slack_ps = 3410
rsz0062_at_grt = false
timing.final.crit_share = 0.974
holdWs_ps = 1980
slew_viol_final = 0
timing.final.hold_violations = 0
max_clock_freq_mhz = 293
setup_viol = 0

[synth]
synth_cells = 47
ys_chip_area_um2 = 348
netlist_area_um2 = 348
ys_warn_count = 0
syn_avg_cell_area_um2 = 7.40
ys_seq_frac = 0
synth_cell_types = 25
yosys_cells = 47

[global_routing]
antenna_found_initial = 0
grt_pass1_wl_um = 1680
grt_usage = 0.0308
overflow = 0
grt_start_max_net_pins = 10
grt_pass1_vias = 391

[critical_path]
slowest_stage = fa_2
path_cells = clkdlybuf4s15_1, inv_2, fa_2, inv_2, fa_2, inv_2, fa_2, buf_6, nor2b_4, a22oi_2, o21ai_1, buf_2
cp-start-kind = input pin
path_delay_family = adder cells
cp.required_ps = 2800
end_kind = primary output
critPathArrivalTime_ps = 2710
slowest_delay_ps = 580
path_max_fanout = 4
path_class = in -> out
path_buffers = 6

[placement]
io_buffers = 16
place_congestion = 0.742
dpl_cell_area_um2 = 554
dpl.hpwl_um = 800

[run_status]
status = finished, final reports clean

[run]
cap_viol_max_count = 0
log.warning_count = 32

[clocking]
ctsHoldBuffers = 0

[hold_path]
hp-class = in -> out

[pwr]
ir_worst_vdd_uv = 75.1
power.density_nw_per_um2 = 273
p_leak_nw = 0.278
==> Yosys cell counts <==
library cell,count,area share
a21o_2,1,0.025
a21oi_1,2,0.029
a22o_1,1,0.025
a22o_2,1,0.029
a22oi_1,1,0.022
a31oi_1,1,0.018
buf_4,6,0.13
buf_6,1,0.032
conb_1,2,0.022
fa_1,3,0.17
ha_1,1,0.036
inv_1,9,0.097
nand2_1,3,0.032
nand2b_4,1,0.040
nand3_1,2,0.029
nor2_4,1,0.032
nor2b_1,2,0.036
nor2b_4,1,0.040
o21a_1,1,0.022
o21ai_0,2,0.029
o21ai_1,1,0.014
o21bai_1,1,0.022
o22ai_1,1,0.018
o311ai_1,1,0.025
xor2_1,1,0.025
==> logic make-up (layout without fill, tap and decap cells) <==
family                     after synthesis  after routing  share of synthesized area
AOI/OAI and AO/OA                       14             14                      0.277
buffers and inverters                   16             33                      0.259
adders and majority gates                4              4                      0.209
and+or+nand+nor                         10             10                      0.209
xor gates and xnor gates                 1              1                     0.0252
other                                    2              4                     0.0216
==> where the power goes <==
group | leakage (nW) | internal [mW] | switching (mW)
Combinational | 0.278 | 0.0976 | 0.0709
Clock | 0 | 0 | 0
Sequential | 0 | 0 | 0
Total | 0.278 | 0.0976 | 0.0709
==> path summary, 6_finish.rpt <==
path,endpoint,start,slack [ps],cells past startpoint
setup / recovery,D[6],A[1],90,12
hold / removal,D[0],B[0],1980,5
==> worst min-delay path: stages <==
cell and delay, ps:
buf_6 70, ha_4 220, nand3_2 110, o311ai_2 80
buf_2 100
==> final cells by class <==
type,instances,area (um2)
Fill cell,399,2800
Multi-Input combinational cell,33,322
Tap cell,46,57.6
Timing Repair Buffer,24,203
Inverter,9,36.3
==> per-stage QoR <==
| stage | total power [mW] | instances | setup slack (ps) | setup TNS [ps] |
|---|---|---|---|---|
| floorplan | 0.0768 | 49 | 385 | 0 |
| global placement | 0.147 | 109 | -705 | -4500 |
| detailed placement | 0.149 | 109 | -702 | -4460 |
| CTS | 0.157 | 111 | 10.1 | 0 |
| global route | 0.188 | 112 | 9.19 | 0 |
| finish | 0.169 | 112 | 91.1 | 0 |
==> routing by layer <==
metal  global-route usage  up-vias
met5                    0        -
met4                    0        0
met3              0.00682        0
met2               0.0449       15
met1               0.0473      155
li1                     -      182
==> repair_timing <==
action,in CTS,in global routing
pin swaps,9,5
endpoints found under the setup margin,7,7
setup buffers,2,1
resized,46,8
No activity file was given, so power comes from the tool's default toggle rates.
